$ cat flow/design.v
`timescale 1ps/1ps
module spi_master(
    rst,
    clk,
    freq,
    start_w,
    start_r,
    addr,
    wdata,
    rdata,
    done,
    ss,
    sck,
    mosi,
    miso
);
input           rst     ;
input           clk     ;
input   [9:0]   freq    ;
input           start_w ;
input           start_r ;
input   [7:0]   addr    ;
input   [7:0]   wdata   ;
output  [7:0]   rdata   ;  
output          done    ;
output          ss      ;
output          sck     ;
output          mosi    ;
input           miso    ;
parameter SLAVE_IDW =  8'h64;
parameter SLAVE_IDR =  8'h65;
reg     [1:0]   m_state;
parameter       M_IDLE  =   2'd0;
parameter       M_READY =   2'd1;
parameter       M_SEND  =   2'd2;
parameter       M_DONE  =   2'd3;
wire            s_idle  =   (m_state == M_IDLE  ) ? 1'b1 : 1'b0;
wire            s_ready =   (m_state == M_READY ) ? 1'b1 : 1'b0;
wire            s_send  =   (m_state == M_SEND  ) ? 1'b1 : 1'b0;
wire            s_done  =   (m_state == M_DONE  ) ? 1'b1 : 1'b0;
reg             startw_1d, startw_2d;
wire            startw_pedge = startw_1d & ~startw_2d;
always @(posedge clk or negedge rst)
    begin
        if(~rst)    begin
            startw_1d <= 1'b0;
            startw_2d <= 1'b0;
        end
        else    begin
            startw_1d <= start_w;
            startw_2d <= startw_1d;
        end
    end
reg             startr_1d, startr_2d;
wire            startr_pedge = startr_1d & ~startr_2d;
always @(posedge clk or negedge rst)
    begin
        if(~rst)    begin
            startr_1d <= 1'b0;
            startr_2d <= 1'b0;
        end
        else    begin
            startr_1d <= start_r;
            startr_2d <= startr_1d;
        end
    end
reg     rw_flag;
always @(posedge clk or negedge rst)
    begin
        if(~rst)    rw_flag <= 1'b0;
        else        rw_flag <= startw_pedge ? 1'b0 : startr_pedge ? 1'b1 : rw_flag;
    end
reg     [9:0]       ready_cnt;
always @(posedge clk or negedge rst)
begin
    if(~rst)        ready_cnt <= 10'b0;
    else            ready_cnt <= ~s_ready ? 10'b0 : ready_cnt+1'b1;
end
reg     [3:0]       done_cnt;
always @(posedge clk or negedge rst)
begin
    if(~rst)        done_cnt <= 4'b0;
    else            done_cnt <= ~s_done ? 4'b0 : done_cnt+1'b1;
end
reg     [9:0]       sck_cnt;
always @(posedge clk or negedge rst)
begin
    if(~rst)        sck_cnt <= 10'b0;
    else            sck_cnt <= ~s_send ? 10'b0 : (sck_cnt==freq) ? 10'b0 : sck_cnt+1'b1;
end
reg     [5:0]       sck_index;
always @(posedge clk or negedge rst)
begin
    if(~rst)        sck_index <= 6'b0;
    else            sck_index <= ~s_send ? 6'b0 : (sck_cnt==10'b0) ? sck_index+1'b1 : sck_index;
end
always @(posedge clk or negedge rst) 
begin
    if(~rst)    m_state <= M_IDLE;
    else        m_state <= (s_idle  & (startw_pedge | startr_pedge)          ) ? M_READY :
                           (s_ready & (ready_cnt==freq)                      ) ? M_SEND  :
                           (s_send  & (sck_index==6'd48) & (sck_cnt==10'b0)  ) ? M_DONE  :
                           (s_done  & (done_cnt==4'd15)                      ) ? M_IDLE  : m_state;
end
reg             ss;
always @(posedge clk or negedge rst)
begin
    if(~rst)    ss <= 1'b1;
    else        ss <= s_idle ? 1'b1 :
                        (s_ready & (ready_cnt==10'd0) ) ? 1'b0 :
                        (s_done  & (done_cnt==4'd15)  ) ? 1'b1 : ss;
end
reg             sck;
always @(posedge clk or negedge rst)
begin
    if(~rst)    sck <= 1'b0;
    else        sck <= ~s_send ? 1'b0 : ((sck_index<6'd48) && (sck_cnt==10'b0)) ? ~sck : sck;
end
reg             mosi;
always @(posedge clk or negedge rst)
begin
    if(~rst)    mosi <= 1'b0;
    else        mosi <= s_idle ? 1'b0 :
                        (s_ready & (ready_cnt==10'd10) ) ? (~rw_flag ? SLAVE_IDW[7] : SLAVE_IDR[7]) :
                        (s_send  & (sck_index==6'd1 ) & (sck_cnt==10'b0)) ? (~rw_flag ? SLAVE_IDW[6] : SLAVE_IDR[6]) :
                        (s_send  & (sck_index==6'd3 ) & (sck_cnt==10'b0)) ? (~rw_flag ? SLAVE_IDW[5] : SLAVE_IDR[5]) :
                        (s_send  & (sck_index==6'd5 ) & (sck_cnt==10'b0)) ? (~rw_flag ? SLAVE_IDW[4] : SLAVE_IDR[4]) :
                        (s_send  & (sck_index==6'd7 ) & (sck_cnt==10'b0)) ? (~rw_flag ? SLAVE_IDW[3] : SLAVE_IDR[3]) :
                        (s_send  & (sck_index==6'd9 ) & (sck_cnt==10'b0)) ? (~rw_flag ? SLAVE_IDW[2] : SLAVE_IDR[2]) :
                        (s_send  & (sck_index==6'd11) & (sck_cnt==10'b0)) ? (~rw_flag ? SLAVE_IDW[1] : SLAVE_IDR[1]) :
                        (s_send  & (sck_index==6'd13) & (sck_cnt==10'b0)) ? (~rw_flag ? SLAVE_IDW[0] : SLAVE_IDR[0]) :
                        (s_send  & (sck_index==6'd15) & (sck_cnt==10'b0)) ? addr[7] :
                        (s_send  & (sck_index==6'd17) & (sck_cnt==10'b0)) ? addr[6] :
                        (s_send  & (sck_index==6'd19) & (sck_cnt==10'b0)) ? addr[5] :
                        (s_send  & (sck_index==6'd21) & (sck_cnt==10'b0)) ? addr[4] :
                        (s_send  & (sck_index==6'd23) & (sck_cnt==10'b0)) ? addr[3] :
                        (s_send  & (sck_index==6'd25) & (sck_cnt==10'b0)) ? addr[2] :
                        (s_send  & (sck_index==6'd27) & (sck_cnt==10'b0)) ? addr[1] :
                        (s_send  & (sck_index==6'd29) & (sck_cnt==10'b0)) ? addr[0] :
                        (s_send  & (sck_index==6'd31) & (sck_cnt==10'b0)) ? (~rw_flag ? wdata[7] : 1'b0) :
                        (s_send  & (sck_index==6'd33) & (sck_cnt==10'b0)) ? (~rw_flag ? wdata[6] : 1'b0) :
                        (s_send  & (sck_index==6'd35) & (sck_cnt==10'b0)) ? (~rw_flag ? wdata[5] : 1'b0) :
                        (s_send  & (sck_index==6'd37) & (sck_cnt==10'b0)) ? (~rw_flag ? wdata[4] : 1'b0) :
                        (s_send  & (sck_index==6'd39) & (sck_cnt==10'b0)) ? (~rw_flag ? wdata[3] : 1'b0) :
                        (s_send  & (sck_index==6'd41) & (sck_cnt==10'b0)) ? (~rw_flag ? wdata[2] : 1'b0) :
                        (s_send  & (sck_index==6'd43) & (sck_cnt==10'b0)) ? (~rw_flag ? wdata[1] : 1'b0) :
                        (s_send  & (sck_index==6'd45) & (sck_cnt==10'b0)) ? (~rw_flag ? wdata[0] : 1'b0) :
                        (s_send  & (sck_index==6'd47) & (sck_cnt==10'b0)) ? 1'b0 : mosi;
end
reg     [7:0]   rdata;
always @(posedge clk or negedge rst)
begin
    if(~rst)    rdata <= 8'b0;
    else    begin
                rdata[7] <= (s_send & (sck_index==6'd32 ) & (sck_cnt==10'b0)) ? miso : rdata[7] ;
                rdata[6] <= (s_send & (sck_index==6'd34 ) & (sck_cnt==10'b0)) ? miso : rdata[6] ;
                rdata[5] <= (s_send & (sck_index==6'd36 ) & (sck_cnt==10'b0)) ? miso : rdata[5] ;
                rdata[4] <= (s_send & (sck_index==6'd38 ) & (sck_cnt==10'b0)) ? miso : rdata[4] ;
                rdata[3] <= (s_send & (sck_index==6'd40 ) & (sck_cnt==10'b0)) ? miso : rdata[3] ;
                rdata[2] <= (s_send & (sck_index==6'd42 ) & (sck_cnt==10'b0)) ? miso : rdata[2] ;
                rdata[1] <= (s_send & (sck_index==6'd44 ) & (sck_cnt==10'b0)) ? miso : rdata[1] ;
                rdata[0] <= (s_send & (sck_index==6'd46 ) & (sck_cnt==10'b0)) ? miso : rdata[0] ;
    end
end
reg             done;
always @(posedge clk or negedge rst) 
begin
    if(~rst)    done <= 1'b0;
    else        done <= (startw_pedge | startr_pedge) ? 1'b0 :
                        (s_done & (done_cnt==4'd15) ) ? 1'b1 : done;   
end
endmodule
$ cat flow/run.sh
#!/bin/bash
# OpenROAD 26Q1-2900-gdf79404cd8, Yosys 0.63+post, stock flow scripts
make -C /OpenROAD-flow-scripts/flow DESIGN_CONFIG=/design/flow/config.mk WORK_HOME=/design/flow/orfs finish
$ cat flow/config.mk
export PLATFORM = sky130hd
export DESIGN_NAME = spi_master
export DESIGN_NICKNAME = spi_master
export VERILOG_FILES = /design/flow/design.v
export SDC_FILE = /design/flow/constraint.sdc
export NUM_CORES = 4
export LEC_CHECK = 1
export CORE_UTILIZATION = 30
$ cat flow/constraint.sdc
current_design spi_master

set clk_period 3.5
set clk_io_pct 0.2

create_clock -name clk0 -period $clk_period [get_ports {clk}]

set non_clock_inputs [all_inputs -no_clocks]
set_input_delay [expr $clk_period * $clk_io_pct] -clock clk0 $non_clock_inputs
set_output_delay [expr $clk_period * $clk_io_pct] -clock clk0 [all_outputs]
==> flow_metrics.py <==
# Flow results
metrics = {
    "cts": {
        "cts.path.max_buffers": 2,
        "root_buffer": "clkbuf_8",
        "cts_max_level": 2,
        "cts_tree": "yes",
        "cts_setup_buffers": 0,
        "clock-sinks": 51,
        "clkSlewWorstSetupHoldPaths_ps": 100,
        "clock_latency_ps": 310,
        "cts-resized-gates": 0,
        "cts_buffers": 5,
        "cts_hold_buf": 0,
    },
    "layout": {
        "drive_above_1_share_pct": 7.443,
        "comb_area_um2": 1451,
        "regArea_um2": 1279,
        "fill_cells": 900,
        "syn_to_final_growth_pct": 22.23,
    },
    "detailed_routing": {
        "drtAntennaViolNets": 0,
        "drt-pass1-iter-count": 6,
        "diodes": 0,
        "vias": 2000,
        "wl_per_cell_um": 12.94,
        "viasPerCell": 4.566,
        "route.detailed.drc": 0,
        "drtIter0Drc": 97,
        "finalWirelength_mm": 5.668,
    },
    "timing": {
        "fin_tns_setup_ps": 0,
        "period_used_pct": 66.41,
        "tightest_slew_ps": 858.3,
        "slew_headroom_pct": 42.15,
        "max_freq_mhz": 430.2,
        "slew_violations": 0,
        "fin_crit_ps": 2324,
        "hold_viol": 0,
        "rsz0062_at_grt": "no",
        "skew_ps": 12.90,
        "setup_violations": 0,
    },
    "grt": {
        "antenna_found_initial": 0,
        "grt-ovfl-total": 0,
        "grt_pass1_vias": 1944,
        "grt_max_degree": 33,
        "grt_pass1_wl_mm": 9.597,
        "gr-usage-all-layers_pct": 12.26,
    },
    "flow_run": {
        "maxCapViolations": 0,
        "warning_count": 31,
    },
    "power": {
        "finalPower_w": 0.001594,
        "ir_drop_uv": 252.6,
        "p_per_area_nw_per_um2": 457.1,
        "p_leak_nw": 1.424,
    },
    "critical_path": {
        "critical_path_class": "reg2reg",
        "worstPathArrival_ps": 2530,
        "rr_startpoint": "sck_cnt[4]",
        "worstPathRequired_ps": 3700,
        "critPathMaxFanout": 10,
        "end_kind": "flip-flop",
        "critPathLaunchType": "flip-flop",
        "timing.rr.end": "rdata[1]",
        "reg2reg_depth": 5,
        "r2r_slack_ps": 1180,
    },
    "floorplanning": {
        "fp.dieH_um": 99.54,
        "io_pins": 43,
        "dieWidth_um": 99.54,
        "num_rows": 35,
        "die_area_um2": 9907,
        "core_um2": 9240,
        "fp_util_pct": 30.89,
    },
    "yosys": {
        "ys_ff": 51,
        "synth.area.top_cells": "dfrtp_1, xnor2_1, ha_1, and2_1, nand3_1",
        "yosys_most_used_dff": "dfrtp_1",
        "edf_count": 0,
        "synth_chip_area_um2": 2854,
        "async_reset_ff_share_pct": 100.0,
        "most_common_cell": "dfrtp_1",
        "synth_area_um2": 2854,
        "synth.distinct_cells": 44,
        "yosysTopAreaCell": "dfrtp_1",
        "yosys_cells": 268,
        "synthCells": 268,
        "synth_area_per_cell_um2": 10.65,
        "ys_seq_share_pct": 44.80,
        "top_area_share_pct": 42.96,
        "synth-warning-count": 1,
        "ys_top_cells_by_count": "dfrtp_1, xnor2_1, nor2_1, and2_1, nand3_1",
    },
    "min_path": {
        "min_path_type": "reg2reg",
        "hold_depth": 0,
        "min_from": "startr_1d",
        "min_to": "startr_2d",
    },
    "place": {
        "routabilityCongestion": 0.8028,
        "dp_hpwl_mm": 4.141,
        "numPortBuffers": 42,
    },
    "run_status": {
        "status": "finished clean",
    },
}
[cell usage in the layout (no fill, tap or decap), types with 2 or more instances in the layout]
cell and count:
mux2_2 7, dfstp_2 2, a211oi_1 2, nor2_1 19
bufinv_16 2, nand2_1 12, a21boi_0 3, inv_1 9
nand2b_1 2, clkbuf_8 5, mux2i_1 2, nand3_1 16
and4b_1 2, xor2_1 8, nor4_1 2, a31oi_1 2
nor2b_1 9, dfrtp_1 49, nand4b_1 2, ha_1 10
nor3_1 2, nand4_1 11, o21ai_0 4, xnor2_1 36
and3_1 8, and2_1 18, clkdlybuf4s50_1 41, a21oi_1 3
mux2_1 2, mux4_2 2
[power by group]
group          internal [W]  switching (W)  total [W]
Sequential         0.000652       0.000106   0.000758
Clock              0.000290       0.000211   0.000502
Combinational      0.000194       0.000141   0.000335
[per-layer routing]
| layer | GRT usage, % | part of all wire [%] |
|---|---|---|
| met5 | 0 | 0 |
| met4 | 1.697 | 1.2 |
| met3 | 1.930 | 4.4 |
| met2 | 18.06 | 41 |
| met1 | 20.03 | 53 |
[cells by family after synthesis]
logic type      count (synthesis)  share of synthesized area (%)
simple gates                  108                          21.00
fa+ha+maj                      10                          4.384
buf+inv                        19                          4.340
mux                            13                          5.831
flops                          51                          44.81
compound gates                 23                          6.138
xor+xnor                       44                          13.50
[area by class of cell]
class                           count  area share (%)
Sequential cell                    51           36.66
Tap cell                          129           4.627
Clock inverter                      3           2.044
Timing Repair Buffer               43           12.12
Inverter                            9          0.9684
Multi-Input combinational cell    198           41.61
Clock buffer                        5           1.973
[flip-flops by register name, indices dropped and copies added, names as in the netlist]
name / count
startr_2d: 1
ready_cnt: 10
sck_cnt: 10
ss: 1
startw_2d: 1
done: 1
sck_index: 6
mosi: 1
startw_1d: 1
startr_1d: 1
rdata: 8
m_state: 4
sck: 1
done_cnt: 4
rw_flag: 1
[worst max-delay path, cell delays in order, from the launching register on]
cell and delay (ps):
dfrtp_1 450, nor4_1 370, and4b_1 510, and4b_1 410, nand4_1 130, mux2_1 340
[per-stage QoR]
stage / util [%] / instance area, µm² / cells / setup slack, ps / hold WS, ps
4_1_cts: 37.75 / 3488 / 438 / 1165 / 376.8
5_1_grt: 37.75 / 3488 / 438 / 994.6 / 406.9
3_5_place_dp: 36.24 / 3348 / 430 / 926.3 / 354.9
6_report: 37.75 / 3488 / 438 / 1176 / 375.4
2_1_floorplan: - / 2854 / 268 / 1656 / 346.5
3_3_place_gp: 36.24 / 3348 / 430 / 973.5 / 356.3
[worst max-delay path by stage]
stage	from	to	slack (ps)
4_1_cts	sck_cnt[4]	rdata[1]	1160
5_1_grt	sck_cnt[4]	rdata[1]	990
6_report	sck_cnt[4]	rdata[1]	1180
Power figures rest on the tool's default switching activity, not on a simulated workload.
