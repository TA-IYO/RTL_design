$ cat ./design.v
`timescale 1ns / 1ps
module spi_slave(
    rst     ,
    clk     ,
    ss      ,
    sck     ,
    mosi    ,
    miso    
);
input       rst     ;
input       clk     ;
input       ss      ;
input       sck     ;
input       mosi    ;
output      miso    ;
parameter   SLAVE_IDW   =  8'h64;
parameter   SLAVE_IDR   =  8'h65;
parameter       IDLE    =   3'd0;
parameter       SLAVEID =   3'd1;
parameter       WADDR   =   3'd2;
parameter       WDATA   =   3'd3;
parameter       RADDR   =   3'd4;
parameter       RDATA   =   3'd5;
parameter       DONE    =   3'd6;
reg     [2:0]   s_state;
wire            s_idle    =   (s_state == IDLE    ) ? 1'b1 : 1'b0;
wire            s_slaveid =   (s_state == SLAVEID ) ? 1'b1 : 1'b0;
wire            s_waddr   =   (s_state == WADDR   ) ? 1'b1 : 1'b0;
wire            s_wdata   =   (s_state == WDATA   ) ? 1'b1 : 1'b0;
wire            s_raddr   =   (s_state == RADDR   ) ? 1'b1 : 1'b0;
wire            s_rdata   =   (s_state == RDATA   ) ? 1'b1 : 1'b0;
wire            s_done    =   (s_state == DONE    ) ? 1'b1 : 1'b0;
reg         ss_1d, ss_2d;
wire        ss_pedge =  ss_1d & ~ss_2d;
wire        ss_nedge = ~ss_1d &  ss_2d;
always @(posedge clk or negedge rst)
    begin
        if(!rst)    begin
            ss_1d <= 1'b1;
            ss_2d <= 1'b1;
        end
        else    begin
            ss_1d <= ss;
            ss_2d <= ss_1d;
        end
    end
reg         sck_1d, sck_2d;
wire        sck_pedge =  sck_1d & ~sck_2d;
wire        sck_nedge = ~sck_1d &  sck_2d;
always @(posedge clk or negedge rst)
    begin
        if(!rst)    begin
            sck_1d <= 1'b0;
            sck_2d <= 1'b0;
        end
        else    begin
            sck_1d <= sck;
            sck_2d <= sck_1d;
        end
    end
reg         mosi_1d, mosi_2d;
always @(posedge clk or negedge rst)
    begin
        if(!rst)    begin
            mosi_1d <= 1'b0;
            mosi_2d <= 1'b0;
        end
        else    begin
            mosi_1d <= mosi;
            mosi_2d <= mosi_1d;
        end
    end    
reg     [3:0]   sid_sckn_cnt;
always @(posedge clk or negedge rst) 
begin
    if(!rst)    sid_sckn_cnt <= 4'b0;
    else        sid_sckn_cnt <= ~s_slaveid ? 4'b0 : sck_nedge ? (sid_sckn_cnt+1'b1) : sid_sckn_cnt;
end
reg     [7:0]   slave_id;
always @(posedge clk or negedge rst) 
begin
    if(!rst)    slave_id <= 8'b0;
    else    begin
            slave_id[7] <= s_idle ? 1'b0 : (s_slaveid & sck_pedge & (sid_sckn_cnt==4'd0)) ? mosi_2d : slave_id[7]; 
            slave_id[6] <= s_idle ? 1'b0 : (s_slaveid & sck_pedge & (sid_sckn_cnt==4'd1)) ? mosi_2d : slave_id[6]; 
            slave_id[5] <= s_idle ? 1'b0 : (s_slaveid & sck_pedge & (sid_sckn_cnt==4'd2)) ? mosi_2d : slave_id[5]; 
            slave_id[4] <= s_idle ? 1'b0 : (s_slaveid & sck_pedge & (sid_sckn_cnt==4'd3)) ? mosi_2d : slave_id[4]; 
            slave_id[3] <= s_idle ? 1'b0 : (s_slaveid & sck_pedge & (sid_sckn_cnt==4'd4)) ? mosi_2d : slave_id[3]; 
            slave_id[2] <= s_idle ? 1'b0 : (s_slaveid & sck_pedge & (sid_sckn_cnt==4'd5)) ? mosi_2d : slave_id[2]; 
            slave_id[1] <= s_idle ? 1'b0 : (s_slaveid & sck_pedge & (sid_sckn_cnt==4'd6)) ? mosi_2d : slave_id[1]; 
            slave_id[0] <= s_idle ? 1'b0 : (s_slaveid & sck_pedge & (sid_sckn_cnt==4'd7)) ? mosi_2d : slave_id[0]; 
    end    
end
reg     [3:0]   wa_sckn_cnt;
always @(posedge clk or negedge rst) 
begin
    if(!rst)    wa_sckn_cnt <= 4'b0;
    else        wa_sckn_cnt <= ~s_waddr ? 4'b0 : sck_nedge ? (wa_sckn_cnt+1'b1) : wa_sckn_cnt;
end
reg     [7:0]   waddr;
always @(posedge clk or negedge rst) 
begin
    if(!rst)    waddr <= 8'b0;
    else    begin
            waddr[7] <= s_idle ? 1'b0 : (s_waddr & sck_pedge & (wa_sckn_cnt==4'd0)) ? mosi_2d : waddr[7]; 
            waddr[6] <= s_idle ? 1'b0 : (s_waddr & sck_pedge & (wa_sckn_cnt==4'd1)) ? mosi_2d : waddr[6]; 
            waddr[5] <= s_idle ? 1'b0 : (s_waddr & sck_pedge & (wa_sckn_cnt==4'd2)) ? mosi_2d : waddr[5]; 
            waddr[4] <= s_idle ? 1'b0 : (s_waddr & sck_pedge & (wa_sckn_cnt==4'd3)) ? mosi_2d : waddr[4]; 
            waddr[3] <= s_idle ? 1'b0 : (s_waddr & sck_pedge & (wa_sckn_cnt==4'd4)) ? mosi_2d : waddr[3]; 
            waddr[2] <= s_idle ? 1'b0 : (s_waddr & sck_pedge & (wa_sckn_cnt==4'd5)) ? mosi_2d : waddr[2]; 
            waddr[1] <= s_idle ? 1'b0 : (s_waddr & sck_pedge & (wa_sckn_cnt==4'd6)) ? mosi_2d : waddr[1]; 
            waddr[0] <= s_idle ? 1'b0 : (s_waddr & sck_pedge & (wa_sckn_cnt==4'd7)) ? mosi_2d : waddr[0]; 
    end    
end
reg     [3:0]   wd_sckn_cnt;
always @(posedge clk or negedge rst) 
begin
    if(!rst)    wd_sckn_cnt <= 4'b0;
    else        wd_sckn_cnt <= ~s_wdata ? 4'b0 : sck_nedge ? (wd_sckn_cnt+1'b1) : wd_sckn_cnt;
end
reg     [7:0]   wdata;
always @(posedge clk or negedge rst) 
begin
    if(!rst)    wdata <= 8'b0;
    else    begin
            wdata[7] <= s_idle ? 1'b0 : (s_wdata & sck_pedge & (wd_sckn_cnt==4'd0)) ? mosi_2d : wdata[7]; 
            wdata[6] <= s_idle ? 1'b0 : (s_wdata & sck_pedge & (wd_sckn_cnt==4'd1)) ? mosi_2d : wdata[6]; 
            wdata[5] <= s_idle ? 1'b0 : (s_wdata & sck_pedge & (wd_sckn_cnt==4'd2)) ? mosi_2d : wdata[5]; 
            wdata[4] <= s_idle ? 1'b0 : (s_wdata & sck_pedge & (wd_sckn_cnt==4'd3)) ? mosi_2d : wdata[4]; 
            wdata[3] <= s_idle ? 1'b0 : (s_wdata & sck_pedge & (wd_sckn_cnt==4'd4)) ? mosi_2d : wdata[3]; 
            wdata[2] <= s_idle ? 1'b0 : (s_wdata & sck_pedge & (wd_sckn_cnt==4'd5)) ? mosi_2d : wdata[2]; 
            wdata[1] <= s_idle ? 1'b0 : (s_wdata & sck_pedge & (wd_sckn_cnt==4'd6)) ? mosi_2d : wdata[1]; 
            wdata[0] <= s_idle ? 1'b0 : (s_wdata & sck_pedge & (wd_sckn_cnt==4'd7)) ? mosi_2d : wdata[0]; 
    end    
end
reg     [3:0]   ra_sckn_cnt;
always @(posedge clk or negedge rst) 
begin
    if(!rst)    ra_sckn_cnt <= 4'b0;
    else        ra_sckn_cnt <= ~s_raddr ? 4'b0 : sck_nedge ? (ra_sckn_cnt+1'b1) : ra_sckn_cnt;
end
reg     [7:0]   raddr;
always @(posedge clk or negedge rst) 
begin
    if(!rst)    raddr <= 8'b0;
    else    begin
            raddr[7] <= s_idle ? 1'b0 : (s_raddr & sck_pedge & (ra_sckn_cnt==4'd0)) ? mosi_2d : raddr[7]; 
            raddr[6] <= s_idle ? 1'b0 : (s_raddr & sck_pedge & (ra_sckn_cnt==4'd1)) ? mosi_2d : raddr[6]; 
            raddr[5] <= s_idle ? 1'b0 : (s_raddr & sck_pedge & (ra_sckn_cnt==4'd2)) ? mosi_2d : raddr[5]; 
            raddr[4] <= s_idle ? 1'b0 : (s_raddr & sck_pedge & (ra_sckn_cnt==4'd3)) ? mosi_2d : raddr[4]; 
            raddr[3] <= s_idle ? 1'b0 : (s_raddr & sck_pedge & (ra_sckn_cnt==4'd4)) ? mosi_2d : raddr[3]; 
            raddr[2] <= s_idle ? 1'b0 : (s_raddr & sck_pedge & (ra_sckn_cnt==4'd5)) ? mosi_2d : raddr[2]; 
            raddr[1] <= s_idle ? 1'b0 : (s_raddr & sck_pedge & (ra_sckn_cnt==4'd6)) ? mosi_2d : raddr[1]; 
            raddr[0] <= s_idle ? 1'b0 : (s_raddr & sck_pedge & (ra_sckn_cnt==4'd7)) ? mosi_2d : raddr[0]; 
    end    
end
reg     [3:0]   rd_sckn_cnt;
always @(posedge clk or negedge rst) 
begin
    if(!rst)    rd_sckn_cnt <= 4'b0;
    else        rd_sckn_cnt <= ~s_rdata ? 4'b0 : sck_nedge ? (rd_sckn_cnt+1'b1) : rd_sckn_cnt;
end
reg     s_raddr_1d, s_raddr_2d;
wire    s_raddr_nedge = ~s_raddr_1d & s_raddr_2d;
always @(posedge clk or negedge rst)
begin
    if(!rst)    begin
        s_raddr_1d <= 1'b0;
        s_raddr_2d <= 1'b0;
    end
    else    begin
        s_raddr_1d <= s_raddr;
        s_raddr_2d <= s_raddr_1d;
    end
end    
reg             sck_nedge_1d;
always @(posedge clk or negedge rst)
begin
    if(!rst)    sck_nedge_1d <= 1'b0;
    else        sck_nedge_1d <= sck_nedge;
end    
reg             sck_pedge_1d;
always @(posedge clk or negedge rst)
begin
    if(!rst)    sck_pedge_1d <= 1'b0;
    else        sck_pedge_1d <= sck_pedge;
end    
reg     [7:0]   rdata;
reg             miso;
always @(posedge clk or negedge rst) 
begin
    if(!rst)    miso <= 1'b0;
    else        miso <= s_idle ? 1'b0 :
                        (sck_nedge_1d & (rd_sckn_cnt==5'd0 )) ? rdata[7] :
                        (sck_nedge_1d & (rd_sckn_cnt==5'd1 )) ? rdata[6] :
                        (sck_nedge_1d & (rd_sckn_cnt==5'd2 )) ? rdata[5] :
                        (sck_nedge_1d & (rd_sckn_cnt==5'd3 )) ? rdata[4] :
                        (sck_nedge_1d & (rd_sckn_cnt==5'd4 )) ? rdata[3] :
                        (sck_nedge_1d & (rd_sckn_cnt==5'd5 )) ? rdata[2] :
                        (sck_nedge_1d & (rd_sckn_cnt==5'd6 )) ? rdata[1] :
                        (sck_nedge_1d & (rd_sckn_cnt==5'd7 )) ? rdata[0] :  miso;
end
reg     [1:0]   done_cnt;
always @(posedge clk or negedge rst) 
begin
    if(!rst)    done_cnt <= 2'b0;
    else        done_cnt <= ~s_done ? 2'b0 : done_cnt+1'b1;
end
always @(posedge clk or negedge rst) 
begin
    if(!rst)    begin
                s_state <= 3'h0;
    end
    else        begin
                s_state <=  (s_idle     &   ss_nedge            ) ? SLAVEID :
                            (s_slaveid  &   (sid_sckn_cnt==4'd8)) ? ((slave_id==SLAVE_IDW) ? WADDR : (slave_id==SLAVE_IDR) ? RADDR : IDLE) :
                            (s_waddr    &   (wa_sckn_cnt==4'd8 )) ? WDATA   :
                            (s_wdata    &   ss_pedge            ) ? DONE    :
                            (s_raddr    &   (ra_sckn_cnt==4'd8) ) ? RDATA   :
                            (s_rdata    &   ss_pedge            ) ? DONE    :
                            (s_done     &   (done_cnt==2'd3)    ) ? IDLE    :   s_state;
    end    
end
reg     [7:0]   user_reg1, user_reg2, user_reg3, user_reg4;
always @(posedge clk or negedge rst) 
begin
    if(!rst)    begin
                user_reg1 <= 8'b0;
                user_reg2 <= 8'b0;
                user_reg3 <= 8'b0;
                user_reg4 <= 8'b0;
    end
    else        begin
                user_reg1 <= (s_done & (waddr==8'h10)) ? wdata : user_reg1;
                user_reg2 <= (s_done & (waddr==8'h11)) ? wdata : user_reg2;
                user_reg3 <= (s_done & (waddr==8'h12)) ? wdata : user_reg3;
                user_reg4 <= (s_done & (waddr==8'h13)) ? wdata : user_reg4;
    end    
end
always @(posedge clk or negedge rst) 
begin
    if(!rst)    rdata <= 16'b0;
    else        rdata <= s_idle ? 16'b0 :
                        (s_raddr & sck_pedge_1d & (ra_sckn_cnt==4'd7) & (raddr == 8'h10)) ? user_reg1 :    
                        (s_raddr & sck_pedge_1d & (ra_sckn_cnt==4'd7) & (raddr == 8'h11)) ? user_reg2 :    
                        (s_raddr & sck_pedge_1d & (ra_sckn_cnt==4'd7) & (raddr == 8'h12)) ? user_reg3 :    
                        (s_raddr & sck_pedge_1d & (ra_sckn_cnt==4'd7) & (raddr == 8'h13)) ? user_reg4 :   rdata; 
end
endmodule
$ cat ./run.sh
#!/bin/bash
# OpenROAD 26Q1-2900-gdf79404cd8, Yosys 0.63+post, stock flow scripts
make -C /OpenROAD-flow-scripts/flow DESIGN_CONFIG=/design/flow/config.mk WORK_HOME=/design/flow/orfs finish
$ cat ./config.mk
export PLATFORM = sky130hd
export DESIGN_NAME = spi_slave
export DESIGN_NICKNAME = spi_slave
export VERILOG_FILES = /design/flow/design.v
export SDC_FILE = /design/flow/constraint.sdc
export NUM_CORES = 4
export LEC_CHECK = 1
export CORE_UTILIZATION = 50
$ cat ./constraint.sdc
current_design spi_slave

set clk_period 5.4
set clk_io_pct 0.2

create_clock -name clk0 -period $clk_period [get_ports {clk}]

set non_clock_inputs [all_inputs -no_clocks]
set_input_delay [expr $clk_period * $clk_io_pct] -clock clk0 $non_clock_inputs
set_output_delay [expr $clk_period * $clk_io_pct] -clock clk0 [all_outputs]
==> changes_impl.md <==
### Metrics

- Die boundary width: 106 um
- Area grow syn2layout: 6.35%
- Comb area: 2450 um2
- Register share after synthesis: 0.514
- CTS Root Cell: clkbuf_8
- WHS: 0.355 ns
- Antenna violations before repair: 0
- Vias/cell: ~5.5
- Largest net degree at the start of global routing: ~60
- Stage-log warning count: about 40
- Final WL: ~9.7 mm
- Critical Path Max Stage Delay: 0.45 ns
- Register Area: 2760 um2
- Flip-flops with a built-in enable: 0
- Avg Inst Size Synth: 11.2 um2
- Synthesis Warnings: 1
- RSZ-0062 raised after global routing: no
- Crit path time final: about 2.3 ns
- Post-synth top area cell: dfrtp_1
- Crit. End Element: output pin
- Pre-antenna DRT Iters: 4
- Per-cell routed wire length: roughly 16 um
- Number of global-route vias before repair: about 3.3k
- Worst Path Required: ~4.3 ns
- Residual DRC: 0
- Fillers: roughly 890
- Hold buffers post-CTS: 0
- Setup Buffers After CTS: 0
- # diodes: 0
- Seq cells post-synth: between 100 and 150
- Clk Latency, worst-skew pair: 0.37 ns
- 1st-iter DRT viols: about 130
- H-Tree Depth: 3
- Worst-path maximum fanout: 2
- Cycle use final: 0.417
- Cts repair resizes: 0
- Clock network fraction of total power: 0.342
- Placed wire-length estimate: 6.62 mm
- Core area: around 10000 um2
- Mapped Cells: 477
- Worst relative slew slack: 0.478
- Tot GR Track Use: 0.199
- Max_cap viols: 0
- Most common cell in the netlist: dfrtp_1
- Slowest-stage cell, CP: clkdlybuf4s50_1
- Worst VDD drop: 0.219 mV
- Status: finished, final reports clean
- Sequential fraction of design power: 0.635
- Row Count: 37
- First-pass GRT wire length: about 17 mm
- CP delay by family, top: buffers and inverters
- Top cells, area: dfrtp_1, mux2i_1, mux2_2, ha_1, nor2_1
- FMAX: roughly 440 MHz
- Top_reg_cell synth: dfrtp_1
- Cell chain of the critical path: clkdlybuf4s50_1
- I/O pins: 6
- Combinational cell fraction of total power: 0.023
- Psw: about 0.0003 W
- Setup violators final: 0
- Number of routed nets with antenna violations: 0
- CTS buffer count: 9
- Final Hold Vio Count: 0
- Hold crit path type: reg -> reg
- Leak: between 2 and 3 nW
- Post-synth cell types: around 43
- Chip height: 106 um
- Startpoint types: flip-flop
- Total number of vias: between 3k and 4k
- Layout cells sized above 1: 0.116
- Clk sinks: approximately 110
- Internal: 0.00102 W
- Ys cells: about 480
- Fin. max-slew vios: 0
- Bufs and invs on worst path: 1
- Chip Area, Yosys: around 5400 um2
- Synth cell count leaders: dfrtp_1, nor2_1, mux2i_1
- Share of the synthesized area in the top cell type: 0.500
- CTS tree: yes
- Clock slew at reported path FFs: roughly 0.090 ns
- Port Buf Inserts: 5
- GRT Residual Overflow: 0
- FP Util: 0.517
- Pwr dens: around 230 nW/um2
- Chip area: approximately 11000 um2
- Fin cells: between 600 and 700
- Clock Skew: between 0.008 and 0.009 ns
- Least-Margin Pin Slew: about 0.8 ns
- Final RePlAce weighted congestion: 0.820
- Tot Pwr: about 0.0013 W
- Asr flop ratio synth: 1.00
- CP arrival: between 1 and 1.5 ns
- Placed Cells: 601
- Post-Syn Area: ~5400 um2
- CP Class: reg -> out
- Clock buffer depth: 2
- Sw frac: 0.224
- Setup TNS: 0 ns
[cell type report]
type | count | share of cell area
Timing Repair Buffer | 11 | 0.0162
Tap cell | 136 | 0.0299
Sequential cell | 110 | 0.484
Clock inverter | 2 | 0.00307
Multi-Input combinational cell | 329 | 0.431
Clock buffer | 14 | 0.0268
Inverter | 15 | 0.00988
[path summary, 6_finish.rpt]
path                                             start                          to  slack [ns]  cells after the start
setup / recovery                      miso$_DFFE_PN0P_                        miso        3.15                      1
hold / removal                       mosi_1d$_DFF_PN0_           mosi_2d$_DFF_PN0_        0.36                      0
setup reg to reg           sid_sckn_cnt[0]$_DFFE_PN0P_        s_state[2]$_DFF_PN0_        3.22                      6
hold reg to reg                      mosi_1d$_DFF_PN0_           mosi_2d$_DFF_PN0_        0.36                      0
max in group asynchronous                          rst        raddr[7]$_DFFE_PN0P_        3.45                      2
min in group asynchronous                          rst  ra_sckn_cnt[0]$_DFFE_PN0P_        0.74                      1
[routing by layer]
metal | up-vias | global-route usage | share of wire
met5 | - | 0 | 0
met4 | 0 | 0.0159 | 0.010
met3 | 7 | 0.0366 | 0.030
met2 | 27 | 0.301 | 0.45
met1 | 1678 | 0.328 | 0.51
li1 | 1654 | - | -
[flip-flops by register name, summed over array words and instances, names as in the netlist, 2 cells and up]
register      flops
user_reg2         8
user_reg3         8
wa_sckn_cnt       4
raddr             8
s_state           7
user_reg4         8
done_cnt          2
rdata             8
rd_sckn_cnt       4
wdata             8
user_reg1         8
wd_sckn_cnt       4
waddr             8
sid_sckn_cnt      4
ra_sckn_cnt       4
slave_id          8
[through the flow]
stage	utilization	instance area [um2]	setup slack (ns)
global placement	0.533	5530	2.98
detailed placement	0.533	5530	2.94
global route	0.550	5700	3.08
finish	0.550	5700	3.15
floorplan	-	5360	3.54
CTS	0.550	5700	3.12
[placed cells by master, fill, tap and decap left out, types with 2 or more instances in the layout]
cell type | Yosys | final
and3_1 | 2 | 2
dfrtp_1 | 107 | 107
o32ai_1 | 2 | 2
a21o_1 | 4 | 4
nand3_1 | 17 | 17
nor3b_1 | 3 | 3
clkbuf_1 | 19 | 4
clkdlybuf4s50_1 | 0 | 4
o2bb2ai_1 | 2 | 2
clkbuf_8 | 0 | 10
nand3b_1 | 21 | 21
clkinv_4 | 0 | 2
nor4bb_1 | 5 | 5
nand2b_1 | 3 | 3
a21oi_1 | 3 | 3
or3b_1 | 2 | 2
o211ai_1 | 9 | 9
inv_1 | 15 | 15
mux2_4 | 8 | 8
nand4b_1 | 2 | 2
nand4_1 | 7 | 7
o21ai_0 | 12 | 12
nor3_1 | 4 | 4
nor2_1 | 43 | 43
a21boi_0 | 5 | 5
xnor2_1 | 15 | 15
dfstp_2 | 3 | 3
and4b_1 | 3 | 3
ha_1 | 21 | 21
buf_4 | 1 | 7
and2_1 | 17 | 17
a31oi_1 | 3 | 3
nand2_1 | 36 | 36
and3b_1 | 2 | 2
mux2_2 | 24 | 24
nor2b_1 | 6 | 6
mux2i_1 | 41 | 41
[cell families (layout without fill, tap and decap cells)]
kind of cell / count (synthesis) / in the layout / share of synthesized area
simple gates: 178 / 178 / 0.183
flops: 110 / 110 / 0.514
mux: 73 / 73 / 0.149
compound gates: 42 / 42 / 0.0523
buf+inv: 38 / 42 / 0.0278
fa+ha+maj: 21 / 21 / 0.0490
xor+xnor: 15 / 15 / 0.0245
[power by group through the flow]
stage,clock network (W),registers [W],logic [W]
final,0.000449,0.000832,0.0000302
after global routing,0.000495,0.000833,0.0000352
after CTS,0.000469,0.000832,0.0000322
No activity file was given, so power comes from the tool's default toggle rates.
